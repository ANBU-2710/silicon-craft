File: flow/design.v
module clk_div_1hz (
    input clk,       
    input rst,
    output reg clk_1hz
);
reg [25:0] count;
parameter MAX_COUNT = 25000000;
always@(posedge clk or negedge rst) begin
        if (!rst) begin
            count <= 0;
            clk_1hz =0;
            end
        else if(count == MAX_COUNT - 1)begin
            count <= 0;
            clk_1hz =~clk_1hz;
            end
       else 
                count <= count + 1;
end
endmodule
File: flow/run.sh
#!/bin/bash
# OpenROAD 26Q1-2900-gdf79404cd8, Yosys 0.63+post, stock flow scripts
make -C /OpenROAD-flow-scripts/flow DESIGN_CONFIG=/design/flow/config.mk WORK_HOME=/design/flow/orfs finish
File: flow/config.mk
export PLATFORM = sky130hd
export DESIGN_NAME = clk_div_1hz
export DESIGN_NICKNAME = clk_div_1hz
export VERILOG_FILES = /design/flow/design.v
export SDC_FILE = /design/flow/constraint.sdc
export NUM_CORES = 4
export LEC_CHECK = 1
export CORE_UTILIZATION = 30
File: flow/constraint.sdc
current_design clk_div_1hz

set clk_period 3.1
set clk_io_pct 0.2

create_clock -name clk0 -period $clk_period [get_ports {clk}]

set non_clock_inputs [all_inputs -no_clocks]
set_input_delay [expr $clk_period * $clk_io_pct] -clock clk0 $non_clock_inputs
set_output_delay [expr $clk_period * $clk_io_pct] -clock clk0 [all_outputs]
==> results.py <==
# Synthesis and PnR figures
metrics = {
    "synthesis": {
        "synth_top_cell_by_count": "dfrtp_1",
        "yosys.area.top_type_share_pct": 50.8,
        "flop_cell": "dfrtp_1",
        "top_cells_by_count": "dfrtp_1 (27), nor2_1 (10), xnor2_1 (10)",
        "yosysChipArea_um2": 1330,
        "ys_cells": 127,
        "yosysSeqAreaShare_pct": 50.8,
        "synth.distinct_cells": 29,
        "yosysWarnings": 1,
        "largest_area_cell": "dfrtp_1",
        "mappedNetlistArea_um2": 1330,
        "topCellsByArea": "dfrtp_1 (51%), xnor2_1 (6.6%), xor2_1 (5.9%)",
        "syn_area_per_cell_um2": 10.5,
        "edf_count": 0,
        "synth_flops": 27,
        "async_flop_share_pct": 100,
        "syn_inst": 127,
    },
    "timing": {
        "setup_tns_ps": 0,
        "fin_crit_sh_pct": 71.8,
        "min_period_ps": 2230,
        "finalHoldViolCount": 0,
        "setup_viol": 0,
        "finalClockSkew_ps": 2.63,
        "drv_slew": 0,
        "worst_pin_slew_ps": 664,
        "fmax_mhz": 449,
        "grt_setup_unrepaired": "no",
        "max_slew_margin_pct": 55.4,
    },
    "placed_design": {
        "place_inst": 178,
        "gp_congestion": 0.838,
        "detailed_place.area_um2": 1410,
        "io_buffer_count": 2,
        "hpwl_mm": 1.60,
    },
    "clocking": {
        "cts_setup_buffers": 0,
        "holdBufCountCts": 0,
        "insertion_delay_ps": 260,
        "clockRootBuffer": "clkbuf_8",
        "clk_pin_slew_ps": 80,
        "clock_sinks": 27,
        "cts-resized-gates": 0,
        "cts_buffers": 3,
        "cts-htree-levels": 1,
        "cts_tree": "done",
        "clockBufferDepth": 2,
    },
    "final_layout": {
        "fin_area_um2": 1450,
        "synthToLayoutAreaGrowth_pct": 9.23,
        "drive_gt1_share_pct": 9.85,
        "fin_cells": 182,
        "final_core_util_pct": 35.3,
    },
    "worst_hold_path": {
        "worstHoldStart": "clk_1hz",
        "hold_end": "clk_1hz",
        "hold_class": "reg2reg",
        "hold_path_depth": 1,
    },
    "global_route": {
        "antenna_found_initial": 0,
        "grt_max_degree": 28,
        "grt_pass1_vias": 839,
        "grt_pass1_wl_mm": 3.88,
        "grt_usage_pct": 11.3,
        "gr-total-overflow": 0,
    },
    "detailed_routing": {
        "wl_per_cell_um": 12.1,
        "drc": 0,
        "first_pass_iters": 4,
        "via_per_inst": 5.16,
        "vias": 940,
        "drt_wl_total_mm": 2.20,
        "n_antenna_cell": 0,
        "drtAntennaViolNets": 0,
        "drt_iter0_drc": 24,
    },
    "power_and_ir_drop": {
        "power_density_nw_per_um2": 379,
        "leakage_nw": 0.586,
        "vdd_ir_drop_max_mv": 0.315,
    },
    "run_status": {
        "status": "finished, final reports clean",
    },
    "critical_path": {
        "critPathMaxStageDelay_ps": 660,
        "reg2reg_from": "count[0]",
        "crit_slowest_cell": "nor4_2",
        "crit_arrival_ps": 2420,
        "r2r_slack_ps": 870,
        "rr_endpoint": "clk_1hz",
        "crit_fanout": 11,
        "required_ps": 3290,
        "cp_cell_sequence": "ha_1, and2_1, nand4_1, nor4_2, buf_4, xor2_1",
        "crit_type": "reg2reg",
        "start_kind": "flip-flop",
        "ff2ff_path_depth": 6,
        "end_kind": "flip-flop",
    },
    "run": {
        "drv_cap": 0,
        "warning_count": 25,
    },
    "floorplanning": {
        "chip_area_um2": 4700,
        "row_count": 23,
        "core_util_floorplan_pct": 32.3,
        "die-width_um": 68.6,
        "die.size.y_um": 68.6,
        "io_pins": 3,
        "core_area_um2": 4120,
    },
}
[cell families after synthesis]
| group | count (synthesis) | share of synthesized area, % |
|---|---|---|
| AOI/OAI and AO/OA | 12 | 5.37 |
| xor gates and xnor gates | 19 | 12.5 |
| adders and majority gates | 1 | 0.941 |
| buffers and inverters | 7 | 2.64 |
| DFF | 27 | 50.8 |
| and+or+nand+nor | 61 | 27.7 |
[registers in the layout, summed over array words and instances, names as in the netlist]
signal and flops:
count 26, clk_1hz 1
[critical path, delay by kind of cell (launching register included)]
family | cells | cell delay, ps
DFF | 1 | 400
xor gates and xnor gates | 1 | 150
adders and majority gates | 1 | 240
and+or+nand+nor | 3 | 1070
buffers and inverters | 1 | 300
[how the worst max path moves through the flow]
stage,endpoint,startpoint,slack (ps),depth (start not counted)
4_1_cts,clk_1hz,count[0],870,6
5_1_grt,clk_1hz,count[0],710,6
6_report,clk_1hz,count[0],870,6
[layer usage]
| metal | share of wire [%] | wire length (um) | track usage, % | up-vias |
|---|---|---|---|---|
| li1 | - | - | - | 469 |
| met1 | 51 | 1130 | 18.0 | 446 |
| met2 | 42 | 917 | 16.5 | 23 |
| met3 | 5.6 | 123 | 2.67 | 2 |
| met4 | 1.2 | 27 | 1.04 | 0 |
| met5 | 0 | 0 | 0 | - |
[power by group]
| part | total, W | switching (W) | internal [W] | leakage, nW |
|---|---|---|---|---|
| registers | 0.000352 | 0 | 0.000352 | 0.368 |
| logic | 0.00000829 | 0.00000636 | 0.00000193 | 0.196 |
| clock network | 0.000190 | 0.0000980 | 0.0000918 | 0.0228 |
[cell type report]
cell class / count / area (um^2)
Multi-Input combinational cell: 93 / 618
Timing Repair Buffer: 4 / 35.0
Clock buffer: 4 / 45.0
Sequential cell: 27 / 676
Fill cell: 394 / 2660
Inverter: 4 / 15.0
Tap cell: 50 / 62.6
[stage by stage]
step	setup slack, ps	total power [W]	hold WS, ps
floorplan	1170	0.000359	324
global placement	982	0.000368	459
detailed placement	892	0.000368	457
CTS	874	0.000559	480
global route	705	0.000581	499
finish	874	0.000550	477
[cell usage in the layout, fill, tap and decap left out]
master,netlist,routed
clkdlybuf4s50_1,0,2
nor2_1,10,10
clkbuf_8,0,3
or4_4,1,1
nand3_1,9,9
a21oi_2,1,1
buf_4,0,2
or3_2,3,3
dfrtp_1,27,27
or3_4,1,1
inv_1,4,4
nand4_4,1,1
o21ai_0,3,3
a21oi_1,5,5
o31ai_1,3,3
and3_1,1,1
nor4_1,8,8
nor4_2,1,1
nor3_1,4,4
nand2_1,7,7
ha_1,1,1
xor2_1,9,9
xnor2_1,10,10
nand4_1,7,7
nor2b_1,1,1
clkbuf_1,1,1
and4_1,2,2
or4_1,2,2
nand4b_1,1,1
and2_1,2,2
Power figures rest on the tool's default switching activity, not on a simulated workload.
