==> /design/flow/design.v <==
module digi_clk(
input clk,
output reg[3:0]anode,
output reg[6:0]seg
 );
 reg[24:0]count;
 reg clk_1hz;
 reg [1:0]clk_1khz;
 reg [14:0]count1;
 always @(posedge clk) begin
 count<=count+1;
 if(count==25000000 - 1)begin
 count<=0;
 clk_1hz=~clk_1hz;
 end
 end
 always @(posedge clk)begin
 count1<=count1+1;
 if(count1==25000 - 1)begin
 count1<=0;
 clk_1khz<=clk_1khz+1;
 end
 end
 reg[5:0] sec=0;
 reg [5:0]min=0;
 always@(posedge clk_1hz)begin
 if(sec==59)begin
 sec<=0;
 if(min==59)  
 min<=0;
 else
 min<=min+1;
 end
 else
 sec<=sec+1;
 end
wire[3:0]min_ones=min%10;
wire[3:0]min_tens=min/10;
wire[3:0]sec_ones=sec%10;
wire[3:0]sec_tens=sec/10;
reg[3:0]digit;
always @(*)begin
case(clk_1khz)
2'd0: begin digit=sec_ones; anode=4'b1000;end
2'd1: begin digit=sec_tens; anode=4'b0100;end
2'd2: begin digit=min_ones; anode=4'b0010;end
2'd3: begin digit=min_tens; anode=4'b0001;end
endcase
end
always @(*)begin
case(digit)
   4'd0: seg = 7'b1000000;
   4'd1: seg = 7'b1111001;
   4'd2: seg = 7'b0100100;
   4'd3: seg = 7'b0110000;
   4'd4: seg = 7'b0011001;
   4'd5: seg = 7'b0010010;
   4'd6: seg = 7'b0000010;
   4'd7: seg = 7'b1111000;
   4'd8: seg = 7'b0000000;
   4'd9: seg = 7'b0010000;
endcase
end
endmodule
==> /design/flow/run.sh <==
#!/bin/bash
# OpenROAD 26Q1-2900-gdf79404cd8, Yosys 0.63+post, stock flow scripts
make -C /OpenROAD-flow-scripts/flow DESIGN_CONFIG=/design/flow/config.mk WORK_HOME=/design/flow/orfs finish
==> /design/flow/config.mk <==
export PLATFORM = sky130hd
export DESIGN_NAME = digi_clk
export DESIGN_NICKNAME = digi_clk
export VERILOG_FILES = /design/flow/design.v
export SDC_FILE = /design/flow/constraint.sdc
export NUM_CORES = 4
export LEC_CHECK = 1
export CORE_UTILIZATION = 30
==> /design/flow/constraint.sdc <==
current_design digi_clk

set clk_period 6.3
set clk_io_pct 0.2

create_clock -name clk0 -period $clk_period [get_ports {clk}]

set non_clock_inputs [all_inputs -no_clocks]
set_input_delay [expr $clk_period * $clk_io_pct] -clock clk0 $non_clock_inputs
set_output_delay [expr $clk_period * $clk_io_pct] -clock clk0 [all_outputs]
==> results.txt <==
impl run done, here's what came out: register pins left without a clock=19, row cnt=40, ys cells=roughly 420, P&R area growth vs syn=11.1%, I/O pins=12, Slew @ Worst Pin=927 ps, worst-path cell with the longest stage delay=clkdlybuf4s50_1, RSZ-0062 raised after global routing=no, Critical Path AT=~1500 ps, top_reg_cell synth=dfxtp_1, CTS root buffer=clkbuf_16, Post-synth EDFFs=9, Tmin final=about 2800 ps, crit-path max FO=5, Crit Reg-Reg Endpoint=count[24]$_SDFF_PN0_, layout cells sized above 1=9.53%, cell taking the most area after synthesis=dfxtp_1, DPL Wire Length=4810 um, yosys xor share=a little under a tenth, Comb power frac=0%, TritonCTS clock tree=done, Peak Freq=about 0.36 GHz, Sw Ratio=approximately 18%, Tcrit/Tclk final=between 40 and 50%, Top cell area share=24.8%, hold_sp=count1[0]$_SDFF_PN0_, R2R Setup Slk=about 4000 ps, Synth Area per Inst=8.81 um^2, CP Class=reg -> out, starting density of the core=30.8%, commonest cells in the netlist=dfxtp_1 (46), nor2_1 (46), nand2_1 (32), xor2_1 (22), nand3_1 (21), die area=12,800 um^2, post-route ant nets=0, Reg power frac=51.1%, DRC viols=0, Max Cap Viol=0, hold buffer count at cts=0, Complex Gates by Area=17.4%, Setup Fix Bufs, Post-CTS=0, mux share=~4.2%, WP data required=5040 ps, crit end category=output pin, via count=2,893, starting DRC count in detailed routing=around 140, TNS Setup=0 ps, IO Port Bufs=11, Vias/cell=4.84, Synth async-reset ratio=0%, Rel. slew slack=37.6%, critical path launch point type=flip-flop, adder share=slightly below 7%, initial antenna violation count=0, OpenROAD warning count=34, Clk network pwr share=48.9%, fillers=approximately 1,200, endpoints left unconstrained=32, Global Route Usage Sum=10.7%, Die Y=between 100 and 150 um, post-layout util=34.2%, Post-Syn Instances=422, # diodes=0, Max rail drop VDD=0.000160 V, Mapped Area=3720 um^2, global-route wire length before repair=11,500 um, Max Slew Vio Count=0, First-pass DRT Iterations=4, Simple Share, Synth=23.3%, GRT overflow=0, largest net degree at the start of global routing=14, Clock Path Buffers=2, dpl cells=590, Worst setup endpoint=anode[3], reg2reg start=count[0]$_SDFF_PN0_, reg2reg path depth=9, vias in the first global route=2,598, GPL Wtd Cong=0.889, outcome=complete, no violations, total core area=12,100 um^2, yosys warning tally=1, Final Hold Viols=0, worst-path cell chain=inv_1 > ha_1 > clkdlybuf4s50_1, Pwr Density=130 nW/um^2, Internal=between 0.4 and 0.5 mW, clk ins delay skew pair=280 ps, Routed WL per cell=10.8 um, Final Setup Violations=0, CP max stage delay=~460 ps, Total Wirelength=between 6000 and 7000 um, Static Leak=1.53 nW, Final Instance Count excl. Fillers=598, worst hold path class=reg -> reg, biggest area cells=dfxtp_1 (25%), edfxtp_1 (7.3%), ha_1 (6.7%), yosys stat area=3720 um^2, clock skew=3.62 ps, post-CTS sizing=0, H-tree Lvls=2, Crit. Startpoint=clk_1khz[0]$_DFFE_PN_, Seq cells post-synth=around 62, Worst-path clk slew=~60 ps, Chip Width=113 um, Switch Pwr=around 0.094 mW, biggest combinational cell group after synthesis=simple AND/OR/NAND/NOR gates, Distinct lib cells used=69, Num CTS Buffers=5
==> cell type report <==
type                            instances  area (um^2)  area share (%)
Multi-Input combinational cell        327         2260            54.8
Sequential cell                        62         1300            31.4
Tap cell                              168          210            5.09
Clock buffer                            8          156            3.79
Timing Repair Buffer                   13          125            3.03
Inverter                               20         80.1            1.94
==> worst min-delay path by stage <==
stage                           to  cells past startpoint
finish        count1[0]$_SDFF_PN0_                      1
global route  count1[0]$_SDFF_PN0_                      1
CTS           count1[0]$_SDFF_PN0_                      1
==> cell usage in the layout, fill, tap and decap left out, types with 7 or more instances in the layout <==
cell type and count:
a21oi_1 13, and3_1 10, clkdlybuf4s50_1 11, dfxtp_1 46, dlxtn_1 7, edfxtp_1 9
ha_1 20, inv_1 16, nand2_1 32, nand2b_1 11, nand3_1 21, nor2_1 46
nor3_1 12, o21ai_0 18, or3_1 7, xnor2_1 15, xor2_1 22
==> flip-flops by register name, indices dropped and copies added, names as in the netlist <==
register / count
count: 25
count1: 15
seg: 7
min: 6
sec: 6
clk_1khz: 2
clk_1hz: 1
==> through the flow <==
step | instance area (um^2) | worst slack [ps] | power (mW) | hold slack [ps]
final | 4130 | 3540 | 0.537 | 446
after global routing | 4130 | 3450 | 0.558 | 468
after CTS | 4130 | 3520 | 0.546 | 450
after detailed placement | 3970 | 3820 | 0.281 | 436
after global placement | 3970 | 3860 | 0.281 | 435
after floorplan | 3720 | 4040 | 0.281 | 418
==> power by group through the flow <==
stage                 combinational [mW]  clock (mW)  sequential, mW
final                        0.000000928       0.263           0.275
after global routing         0.000000928       0.283           0.274
after CTS                    0.000000928       0.271           0.275
==> worst max-delay path: cells and delay by family (launching register included) <==
kind                       cells  cell delay, ps
buffers and inverters          2             620
DFF                            1             450
adders and majority gates      1             160
==> layer usage <==
metal  routed length [um]  global-route usage (%)  vias to the layer above
met1                 3320                    16.0                     1337
met2                 2970                    17.8                       35
met3                  124                   0.928                        4
met4                   40                   0.877                        0
li1                     -                       -                     1517
met5                    0                       0                        -
==> cell families (layout without fill, tap and decap cells) <==
kind of cell,count (synthesis),count (layout)
compound gates,83,83
xor+xnor,38,38
fa+ha+maj,20,20
buf+inv,33,41
flops,55,55
latches,7,7
mux,13,13
simple gates,173,173
Power is estimated from default activity; no workload was simulated.
