<file path="design/flow/config.mk">
export PLATFORM = sky130hd
export DESIGN_NAME = demux1_4
export DESIGN_NICKNAME = demux1_4
export VERILOG_FILES = /design/flow/design.v
export SDC_FILE = /design/flow/constraint.sdc
export NUM_CORES = 4
export LEC_CHECK = 1
export CORE_AREA = 10 10 70 70
export DIE_AREA = 0 0 80 80
</file>
<file path="design/flow/constraint.sdc">
current_design demux1_4

set clk_period 1.0
set clk_io_pct 0.2

create_clock -name clk0 -period $clk_period

set non_clock_inputs [all_inputs -no_clocks]
set_input_delay [expr $clk_period * $clk_io_pct] -clock clk0 $non_clock_inputs
set_output_delay [expr $clk_period * $clk_io_pct] -clock clk0 [all_outputs]
</file>
<file path="design/flow/design.v">
module demux1_4(
	input[3:0] a,
	input[1:0] sel,
	output[3:0] y0,y1,y2,y3
);
assign y0 = (sel==2'b00)?a:1'b0;
assign y1 = (sel==2'b01)?a:1'b0;
assign y2 = (sel==2'b10)?a:1'b0;
assign y3 = (sel==2'b11)?a:1'b0;
endmodule
</file>
<file path="design/flow/run.sh">
#!/bin/bash
# OpenROAD 26Q1-2900-gdf79404cd8, Yosys 0.63+post, stock flow scripts
make -C /OpenROAD-flow-scripts/flow DESIGN_CONFIG=/design/flow/config.mk WORK_HOME=/design/flow/orfs finish
</file>
==> out/metrics.yaml <==
sta:
  drv_slew: 0
  fmax_mhz: 973
  rsz0062_at_grt: "true"
  fin_ws_ns: -0.0278
  finalClockPeriodUsage_pct: 103
  setup_viol: 7
  tightest_slew_ns: 0.114
  period_needed_ns: 1.03
  slew_headroom_pct: 92.4
  hold_slack_ns: 0.726
  hold_viol: 0
yosys:
  yosysTopAreaCell: "and3b_2"
  syn_area_um2: 155
  top_cell_area_share_pct: 38.7
  ys_seq_share_pct: 0
  ys_cells: 18
  yosys_warnings: 0
  netlist_instances: 18
  avgSynthCellArea_um2: 8.62
  yosys-top-cells-area: "and3b_2 (39%), nor3b_1 (19%), and3_1 (16%)"
  synth_cell_types: 5
  ys_area_um2: 155
die:
  dieArea_um2: 6400
  core-area_um2: 3420
  io_pins: 22
  dieHeight_um: 80
  fp_util_pct: 4.54
  die_w_um: 80
  rows: 21
routing:
  first_pass_iters: 1
  drc: 0
  drt_iter0_markers: 0
  avgViaCountPerCell: 2.89
  drt-total-wl_um: 978
  vias: 280
  wl_per_cell_um: 10.1
  ant_nets: 0
  diodes: 0
finish:
  clockBufferCount: 0
  seq_area_um2: 0
  ff_count: 0
  drive_above_1_share_pct: 88.2
  comb_area_um2: 163
  n_fill_cell: 392
  lay_top_cells: "buf_2 (13), buf_6 (12), and3b_2 (6)"
  stdcell_count: 97
  area_growth_syn_to_layout_pct: 244
  design_area_um2: 534
  lay_top_count: "buf_2"
worst_setup_path:
  worstSetupPathType: "primary input to output port"
  worstSetupStartpointType: "primary input"
  critPathArrivalTime_ns: 0.83
  crit_fanout: 6
  cp-end-kind: "output port"
  crit_chain: "buf_8 -> buf_8 -> buf_6 -> and3b_2 -> buf_2"
  cp.required_ns: 0.80
  path_buffers: 4
  path_delay_family: "buffers and inverters"
  cp_common_cell: "buf_8"
  slowest_stage: "and3b_2"
  crit_path_max_incr_delay_ns: 0.20
place:
  placed_cells: 87
  hpwl_um: 648
  placed_area_um2: 433
  gp_congestion: 0.668
  port_buffers: 22
  place_ws_ns: -0.761
global_route:
  grt_antenna_before_repair: 0
  grt_max_degree: 8
  grt_first_pass_wirelength_mm: 1.48
  grt_use_total_pct: 2.77
  grt_pass1_vias: 279
  overflow: 0
run:
  maxCapViolCount: 0
  tool_warnings: 34
power_and_ir_drop:
  peakVddDrop_mv: 0.0883
  power_density_nw_per_um2: 304
  finalPower_w: 0.000163
  p_leak_nw: 0.280
min_path:
  hold-path-endpoint: "y0[3]"
  hold_path.class: "primary input to output port"
  holdPathStages: 4
  worstHoldStart: "sel[1]"
run_status:
  outcome: "finished with violations"
  violations: "negative setup slack"
==> where the power goes <==
group          switching [W]  internal (W)
clock                      0             0
sequential                 0             0
combinational      0.0000500      0.000113
total              0.0000500      0.000113
==> per-stage QoR <==
stage,setup TNS (ns),util [%]
final,-0.143,15.6
after global placement,-11.55,12.7
after global routing,-0.409,15.6
after CTS,-0.187,14.9
after floorplan,0,-
after detailed placement,-11.60,12.7
==> per-layer routing <==
| metal | track usage, % | up-vias | wire length, µm |
|---|---|---|---|
| met3 | 1.59 | 0 | 168 |
| met5 | 0 | - | 0 |
| li1 | - | 138 | - |
| met2 | 3.29 | 20 | 314 |
| met1 | 4.28 | 122 | 495 |
| met4 | 0 | 0 | 0 |
==> tightest hold or removal path: stages <==
cell	delay (ns)
buf_8	0.08
buf_6	0.11
nor3b_2	0.04
buf_2	0.10
==> layout make-up <==
class,instances,share of cell area [%]
multi-input combinational,16,30.4
tap,46,10.8
timing repair buffer,35,58.8
==> cell usage after synthesis, drive strengths merged <==
cell type / number
nor3b: 4
and3: 4
and3b: 8
buf: 2
==> cells by family after synthesis <==
| kind of cell | share of synthesized area, % |
|---|---|
| buf+inv | 14.5 |
| simple gates | 85.5 |
==> how the worst max path moves through the flow <==
| stage | depth (start not counted) | from | end |
|---|---|---|---|
| after global routing | 5 | sel[0] | y2[0] |
| after CTS | 5 | sel[0] | y2[3] |
| final | 5 | sel[0] | y2[3] |
==> timing repair <==
action / CTS / global route
gates resized: 90 / 5
hold buffers: 0 / 0
pin swaps: 3 / 4
setup buffers: 9 / 0
endpoints found under the setup margin: 16 / 14
gates cloned: 1 / 0
Power figures rest on the tool's default switching activity, not on a simulated workload.
